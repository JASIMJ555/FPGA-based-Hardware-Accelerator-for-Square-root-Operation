File: run.sh
#!/bin/bash
# OpenROAD 26Q1-2900-gdf79404cd8, Yosys 0.63+post, stock flow scripts
make -C /OpenROAD-flow-scripts/flow DESIGN_CONFIG=/design/flow/config.mk WORK_HOME=/design/flow/orfs finish
File: config.mk
export PLATFORM = sky130hd
export DESIGN_NAME = cordic_sqrt_pipelined
export DESIGN_NICKNAME = cordic_sqrt_pipelined
export VERILOG_FILES = /design/flow/design.v
export SDC_FILE = /design/flow/constraint.sdc
export NUM_CORES = 4
export LEC_CHECK = 1
export CORE_UTILIZATION = 40
File: constraint.sdc
current_design cordic_sqrt_pipelined

set clk_period 18.7
set clk_io_pct 0.2

create_clock -name clk0 -period $clk_period [get_ports {clk}]

set non_clock_inputs [all_inputs -no_clocks]
set_input_delay [expr $clk_period * $clk_io_pct] -clock clk0 $non_clock_inputs
set_output_delay [expr $clk_period * $clk_io_pct] -clock clk0 [all_outputs]
File: design.v
`timescale 1ns/1ps
module cordic_stage_vectoring #(
    parameter DATA_WIDTH = 18,
    parameter ANGLE_WIDTH = 16,
    parameter STAGE_NUM = 0
)(
    input  wire clk,
    input  wire rst_n,
    input  wire signed [DATA_WIDTH-1:0] x_i,
    input  wire signed [DATA_WIDTH-1:0] y_i,
    input  wire signed [ANGLE_WIDTH-1:0] z_i,
    input  wire signed [ANGLE_WIDTH-1:0] arctan_val,
    output reg  signed [DATA_WIDTH-1:0] x_o,
    output reg  signed [DATA_WIDTH-1:0] y_o,
    output reg  signed [ANGLE_WIDTH-1:0] z_o
);
    reg signed [DATA_WIDTH-1:0] x_next, y_next;
    reg signed [ANGLE_WIDTH-1:0] z_next;
    wire d_direction;
    assign d_direction = (y_i[DATA_WIDTH-1] == 1);  
    always @(*) begin
        if (d_direction == 1) begin  
            x_next = x_i - (y_i >>> STAGE_NUM);
            y_next = y_i + (x_i >>> STAGE_NUM);
            z_next = z_i - arctan_val;
        end else begin  
            x_next = x_i + (y_i >>> STAGE_NUM);
            y_next = y_i - (x_i >>> STAGE_NUM);
            z_next = z_i + arctan_val;
        end
    end
    always @(posedge clk or negedge rst_n) begin
        if (!rst_n) begin
            x_o <= 0;
            y_o <= 0;
            z_o <= 0;
        end else begin
            x_o <= x_next;
            y_o <= y_next;
            z_o <= z_next;
        end
    end
endmodule
module cordic_sqrt_pipelined(
    input  wire clk,
    input  wire rst_n,
    input  wire start,
    input  wire signed [17:0] x_in,
    input  wire signed [17:0] y_in,
    output reg  signed [17:0] sqrt_out,
    output reg  done
);
    parameter DATA_WIDTH  = 18;
    parameter ANGLE_WIDTH = 16;
    parameter NUM_STAGES  = 12;
    wire signed [DATA_WIDTH-1:0] x_pipe [0:NUM_STAGES];
    wire signed [DATA_WIDTH-1:0] y_pipe [0:NUM_STAGES];
    wire signed [ANGLE_WIDTH-1:0] z_pipe [0:NUM_STAGES];
    function signed [ANGLE_WIDTH-1:0] get_arctan_val (input integer stage_num);
        case(stage_num)
            0:  get_arctan_val = 16'h2D00;
            1:  get_arctan_val = 16'h1A92;
            2:  get_arctan_val = 16'h0E09;
            3:  get_arctan_val = 16'h0722;
            4:  get_arctan_val = 16'h0395;
            5:  get_arctan_val = 16'h01CA;
            6:  get_arctan_val = 16'h00E5;
            7:  get_arctan_val = 16'h0073;
            8:  get_arctan_val = 16'h0039;
            9:  get_arctan_val = 16'h001D;
            10: get_arctan_val = 16'h000E;
            11: get_arctan_val = 16'h0007;
            default: get_arctan_val = 16'h0000;
        endcase
    endfunction
    assign x_pipe[0] = (x_in[DATA_WIDTH-1]) ? -x_in : x_in;
    assign y_pipe[0] = (y_in[DATA_WIDTH-1]) ? -y_in : y_in;
    assign z_pipe[0] = 0;
    genvar i;
    generate
        for (i = 0; i < NUM_STAGES; i = i + 1) begin : stage_gen
            cordic_stage_vectoring #(.STAGE_NUM(i)) stage (
                .clk(clk),
                .rst_n(rst_n),
                .x_i(x_pipe[i]),
                .y_i(y_pipe[i]),
                .z_i(z_pipe[i]),
                .x_o(x_pipe[i+1]),
                .y_o(y_pipe[i+1]),
                .z_o(z_pipe[i+1]),
                .arctan_val(get_arctan_val(i))
            );
        end
    endgenerate
    wire signed [DATA_WIDTH-1:0] raw_output = x_pipe[NUM_STAGES];
    wire signed [DATA_WIDTH-1:0] scaled_result_temp;
    wire signed [DATA_WIDTH-1:0] intermediate_result;
    wire signed [DATA_WIDTH-1:0] final_scaled_result;
    assign scaled_result_temp = (raw_output >>> 1) + (raw_output >>> 3) - (raw_output >>> 6) - (raw_output >>> 9);
    assign intermediate_result = scaled_result_temp - (scaled_result_temp >>> 12);
    assign final_scaled_result = intermediate_result - (intermediate_result >>> 9);  
    reg [NUM_STAGES:0] start_delay_pipe;
    always @(posedge clk or negedge rst_n) begin
        if (!rst_n) begin
            sqrt_out <= 0;
            done <= 0;
            start_delay_pipe <= 0;
        end else begin
            sqrt_out <= final_scaled_result;
            start_delay_pipe <= {start_delay_pipe[NUM_STAGES-1:0], start};
            done <= start_delay_pipe[NUM_STAGES];
        end
    end
endmodule
module cordic_sqrt_top_no_reset(
    input wire clk
);
    reg [4:0] reset_counter = 5'b11111;
    wire rst_n;
    always @(posedge clk) begin
        if (|reset_counter) begin
            reset_counter <= reset_counter - 1;
        end
    end
    assign rst_n = (reset_counter == 0);  
    wire start;
    wire signed [17:0] x_in;
    wire signed [17:0] y_in;
    wire signed [17:0] sqrt_out;
    wire done;
    cordic_sqrt_pipelined dut (
        .clk(clk),
        .rst_n(rst_n),
        .start(start),
        .x_in(x_in),
        .y_in(y_in),
        .sqrt_out(sqrt_out),
        .done(done)
    );
    vio_0 vio_inst (
        .clk(clk),
        .probe_in0(sqrt_out),
        .probe_in1(done),
        .probe_out0(start),
        .probe_out1(x_in),
        .probe_out2(y_in)
    );
    ila_0 ila_inst (
        .clk(clk),
        .probe0(start),
        .probe1(rst_n),
        .probe2(x_in),
        .probe3(y_in),
        .probe4(sqrt_out),
        .probe5(done)
    );
endmodule
==> results.toml <==
# implementation run metrics
[grt]
grt_antenna_before_repair = 0
grt_overflow_total = 0
grt_first_pass_wirelength_um = 137000
first_global_vias = 27400
maximum_number_of_pins_on_one_net_before_global_route_repair = 66
grt_util_all_layers_pct = 18.1

[final_timing]
fin_worst_skew_ns = 0.0255
achievable_freq_mhz = 127
final-max-slew-violation-count = 0
worst_slew_margin_rel_pct = 42.6
period_minus_slack_ns = 7.90
setup_viol = 0
rsz0062_at_grt = "no"
layout_worst_path_cycle_share_pct = 42.2
timing.setup.tns_ns = 0
timing_hold_violations_final = 0
worst-slew-pin-transition_ns = 0.849

[setup_path]
cpPeakStageDelay_ns = 0.52
worstPathRequired_ns = 19.22
criticalPathCategory = "flip-flop to flip-flop"
critPathMostFrequentCell = "sky130_fd_sc_hd__a21o_1"
worst_setup_path_start_kind = "flip-flop"
regToRegSetupSlack_ns = 10.80
crit_path_max_fanout = 14
worst_r2r_startpoint = "stage_gen[11].stage.x_o[11]"
cpMaxStageDelayCell = "sky130_fd_sc_hd__a211o_1"
crit-reg2reg-capture = "sqrt_out[14]"
arrival_ns = 8.42
cp-end-kind = "flip-flop"
r2r.worst_path.cells = 30

[layout]
fill_cells = 8666
layout_top_cells_excl_fill_tap = "483 x sky130_fd_sc_hd__ha_1, 433 x sky130_fd_sc_hd__dfrtp_1, 398 x sky130_fd_sc_hd__xnor2_1, 395 x sky130_fd_sc_hd__a21oi_1, 385 x sky130_fd_sc_hd__inv_1"
final_layout_top_logic_cell = "sky130_fd_sc_hd__ha_1"
flow.area_growth_from_synthesis_pct = 10.3
drive_above_1_share_pct = 3.86

[clocking]
buffer_cell_driving_the_clock_tree_root = "sky130_fd_sc_hd__clkbuf_16"
count_of_hold_buffers_inserted_by_post_cts_repair = 0
number_of_clock_buffers_inserted_by_tritoncts = 51
tritoncts = "built"
cts-htree-levels = 2
skew_pair_late_insertion_delay_ns = 0.61
cts_resized = 0
number_of_setup_buffers_added_after_cts = 0
clk_path_buf_depth = 3
clk_transition_reported_paths_ns = 0.06
tritoncts_num_sinks = 433

[drt]
total_vias_in_the_final_route = 28200
detail_route.first_pass.iterations = 5
wl_per_cell_um = 14.8
final_antenna_net_count = 0
drc = 0
drt_iter0_markers = 1400
postRouteWirelength_um = 80700
vias_per_cell = 5.17
num_antenna_cells = 0

[die]
floorplan.die.width_um = 305
dieHeight_um = 305
fp-row-count = 110
total_i_o_pin_count = 58
fp-utilization_pct = 40.7
core-area_um2 = 90600
chip_area_um2 = 93300

[logic_synthesis]
synthesis.instances = 4167
netlist_area_um2 = 36800
post_synthesis_register_bit_count = 433
ff_type = "sky130_fd_sc_hd__dfrtp_1"
yosys_cell_count = 4167
edff_count_synth = 0
seq_area_frac_synth_pct = 29.4
library_cells_used_by_synthesis = 92
ys_warn_count = 13
synth.avg_cell_area_um2 = 8.83
post_synth_arst_share_pct = 100
yosys.stat.chipArea_um2 = 36800

[job]
max_cap_viol = 0
openroad.warnings = 63

[hold_path]
hold_path_class = "flip-flop to flip-flop"
whs_endpoint = "done"
timing.hold.worst_path_depth = 0
hold_path_startpoint = "start_delay_pipe[12]"

[place]
detailed_place_hpwl_um = 64900
port_buffers = 57
placer_s_final_routability_congestion_estimate = 0.895

[status]
run_status = "complete, no violations"
==> kinds of logic after synthesis <==
group                    synth area share [%]
XOR/XNOR                                 13.8
adder cells (fa/ha/maj)                  19.2
flip-flops                               29.4
AND-OR/OR-AND                            17.7
buffers and inverters                    4.70
AND/OR/NAND/NOR                          13.7
multiplexers                             1.42
==> worst max path at each step <==
stage | from | to | slack (ns) | cells after the start
CTS | stage_gen[11].stage.x_o[11] | sqrt_out[14] | 10.83 | 30
global route | stage_gen[11].stage.x_o[9] | sqrt_out[14] | 10.31 | 35
finish | stage_gen[11].stage.x_o[11] | sqrt_out[14] | 10.80 | 30
==> registers in the layout, indices dropped and copies added, names as in the netlist <==
name                 flops
stage_gen.stage.x_o    215
stage_gen.stage.y_o    186
sqrt_out                18
start_delay_pipe        13
done                     1
==> cell usage after synthesis (52+ instances only) <==
master                     number  area, um^2
sky130_fd_sc_hd__a21o_1        77         578
sky130_fd_sc_hd__a21oi_1      395        1980
sky130_fd_sc_hd__clkbuf_1      53         199
sky130_fd_sc_hd__dfrtp_1      433       10800
sky130_fd_sc_hd__ha_1         483        6040
sky130_fd_sc_hd__inv_1        385        1450
sky130_fd_sc_hd__nand2_1      218         818
sky130_fd_sc_hd__nor2_1       381        1430
sky130_fd_sc_hd__nor2b_1       74         463
sky130_fd_sc_hd__nor3_1       153         766
sky130_fd_sc_hd__nor4_1        52         325
sky130_fd_sc_hd__o21ai_0      222        1110
sky130_fd_sc_hd__o21bai_1     100         751
sky130_fd_sc_hd__xnor2_1      398        3490
sky130_fd_sc_hd__xor2_1       177        1550
==> per-stage QoR <==
stage / util [%] / setup slack [ns] / instances / hold WS, ns / cell area, um^2
after floorplan: - / 11.46 / 4167 / 0.331 / 36800
after global placement: 42.8 / 10.49 / 5352 / 0.335 / 38800
after detailed placement: 42.8 / 10.46 / 5352 / 0.336 / 38800
after CTS: 44.8 / 10.83 / 5446 / 0.324 / 40600
after global routing: 44.8 / 10.31 / 5446 / 0.341 / 40600
final: 44.8 / 10.80 / 5446 / 0.325 / 40600
==> area by class of cell <==
| type | instances | area (um^2) | area share [%] |
|---|---|---|---|
| clock buffers | 63 | 1410 | 3.48 |
| clock inverters | 31 | 428 | 1.05 |
| inverters | 387 | 1450 | 3.58 |
| multi-input cells | 3276 | 24300 | 59.7 |
| flip-flops and latches | 433 | 10800 | 26.7 |
| well taps | 1176 | 1470 | 3.62 |
| repair buffers | 80 | 748 | 1.84 |
==> layer usage <==
layer  vias up  GRT usage, %  wire length, um
met3       108          2.19             2590
met2       385          31.6            40100
met5         -             0                0
met1     13100          24.4            36200
met4         0          3.75             1860
li1      14600             -                -
==> worst max-delay path, delay by kind of cell (launching register included) <==
family / cells / cell delay [ns]
simple gates: 5 / 0.72
buf+inv: 2 / 0.17
xor+xnor: 1 / 0.13
compound gates: 16 / 3.69
fa+ha+maj: 6 / 2.71
flops: 1 / 0.42
